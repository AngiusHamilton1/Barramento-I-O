$ cat flow/design.v
module barramento(
	 input clk,
	 input reset,
	 input [127:0]data_in,
	 input	valid_in,
	 output	reg valid_out,
	 output reg [127:0]data_out
	);
	 reg start_pck;
	 reg end_pck;
	 reg[39:0]HDR_var;
	 reg[23:0]CRC_var;
	 reg[31:0]PLD_low_var;
	 reg[127:0]PLD_mid_var;
	 reg 	PLD_high_var;
	 reg[3:0]counter_v;
	 reg flag;
	 reg[127:0]data_out_wire;
	parameter [2:0]START = 3'b000;		 
	parameter [2:0]HDR = 3'b001	;		 
	parameter [2:0]PLD_low = 3'b010;		 
	parameter [2:0]PLD_mid = 3'b011;		 
	parameter [2:0]PLD_high = 3'b100;		 
	parameter [2:0]CRC = 3'b101	;		 
	parameter [2:0]END = 3'b110	;		 
	parameter [2:0]HDR_2 = 3'b000	;		 
	parameter [2:0]PLD_1 = 3'b001	;		 
	parameter [2:0]PLD_2 = 3'b010	;		 
	parameter [2:0]CRC_2 = 3'b011	;		 
	parameter [2:0]END_2 = 3'b100	;		 
	reg [2:0]state1;
	reg [2:0]next_state1;
	reg [2:0]next_state2;
	reg [2:0]state2;
	always @ (*)
		begin
			case(state1)
				START:if( start_pck  && valid_in  )
				begin
					next_state1 = HDR;
				end else 
				begin
					next_state1 = START;
				end
				HDR:if(valid_in  )
				begin
					next_state1 = PLD_low;
				end else 
				begin
					next_state1 = HDR;
				end
				PLD_low :if( valid_in  )
				begin
					next_state1 = PLD_mid;
				end else
				begin
					next_state1 = PLD_low;
				end
				PLD_mid:if( valid_in  )
				begin
					next_state1 = PLD_high;
					flag = 1;
				end else 
				begin
					next_state1 = PLD_mid;
				end
				PLD_high :if(valid_in )
				begin
					next_state1 = CRC;
					flag = 1;
				end else 
				begin
					next_state1 = PLD_high;
				end
				CRC:if(valid_in  )
				begin
					next_state1 = END;
					flag = 1;
				end	else 
				begin
					next_state1 = CRC;
				end
				END:if(end_pck)
				begin 
					next_state1 = START;
				end else 
				begin
					next_state1 = END;
				end
				default:begin
					 next_state1 = START;
					flag = 0;
					end
			endcase
	end
always @ ( posedge clk or posedge reset) begin 
    if ( reset ) begin
      state1 <= START;
    end else begin
        state1 <= next_state1;
    end
  end
always @ (*)
	begin
	counter_v = 0;
	start_pck =((state1== START)| (state1== HDR)) ? 1 : 0;
	HDR_var = (state1== HDR)?  data_in[39:0] : 0;
	PLD_low_var = (state1== PLD_low ) ?  data_in[127:96] : 0;
	PLD_mid_var = (state1== PLD_mid ) ? 	data_in[127:0] : 0;
	PLD_high_var = (state1== PLD_high ) ? 	data_in : 0;
	CRC_var = (state1==CRC) ? 	data_in[23:0] : 0;
	end_pck = (state1 ==END) ? 1: 0;
	end
always @ (*)
	begin
		next_state2 = state2;
		case(state2)
			HDR_2:if( flag == 1 )
				begin 
					next_state2 = PLD_1;
				end else 
					begin
					next_state2 = HDR_2;
					end
			PLD_1:if(flag == 1)
				begin
					next_state2 = PLD_2;
				end else 
					begin
					next_state2 = PLD_1;
					end
			PLD_2:if( flag == 1)
				begin
					next_state2= CRC_2;
				end else 
					begin
					next_state2 = PLD_2;
					end
			CRC_2:if( flag == 1)
				begin
					next_state2= END_2;
				end else 
					begin
					next_state2= CRC_2;
					end
			END_2:if(valid_in!= 1 | flag != 1)
					begin
					next_state2= HDR_2;
					end
		default: next_state2 = HDR_2;
		endcase
	end
always @ ( posedge clk or posedge reset) begin 
    if ( reset ) begin
		data_out<=0;
      state2 <= HDR_2;
    end else if(flag ==1) begin
        state2 <= next_state2;
    end
  end
always @ (*)
	begin
	if(flag == 1)
		begin 
		data_out= data_out_wire;
		end
	data_out_wire= (state2== HDR_2)?HDR_var : 0;
	data_out_wire = (state2== PLD_1 ) ? {PLD_low_var[31:0], PLD_mid_var[95:0]}: 0;
	data_out_wire = (state2== PLD_2 ) ? 	{PLD_mid_var[127:96], PLD_high_var} : 0;
	data_out_wire = (state2==CRC_2) ? 	CRC_var: 0;
	valid_out = (state2 == END_2) ? 1 : 0;
end
endmodule
$ cat flow/run.sh
#!/bin/bash
# OpenROAD 26Q1-2900-gdf79404cd8, Yosys 0.63+post, stock flow scripts
make -C /OpenROAD-flow-scripts/flow DESIGN_CONFIG=/design/flow/config.mk WORK_HOME=/design/flow/orfs finish
$ cat flow/config.mk
export PLATFORM = sky130hd
export DESIGN_NAME = barramento
export DESIGN_NICKNAME = barramento
export VERILOG_FILES = /design/flow/design.v
export SDC_FILE = /design/flow/constraint.sdc
export NUM_CORES = 4
export LEC_CHECK = 1
export CORE_AREA = 10 10 108 108
export DIE_AREA = 0 0 118 118
$ cat flow/constraint.sdc
current_design barramento

set clk_period 1.2
set clk_io_pct 0.2

create_clock -name clk0 -period $clk_period [get_ports {clk}]

set non_clock_inputs [all_inputs -no_clocks]
set_input_delay [expr $clk_period * $clk_io_pct] -clock clk0 $non_clock_inputs
set_output_delay [expr $clk_period * $clk_io_pct] -clock clk0 [all_outputs]
==> out/results.txt <==
Worst setup EP type = flip-flop
CP Class = primary input to flip-flop
CTS tree = built
Synth Register Bits = 13
I/O pins = 260
met3 Usage GRT = 0.0442
aoi share = 0.0224
wire per inst = 8.29 µm
Worst-path clk slew = 0.05 ns
Via-to-Cell Ratio = 2.18
syn avg cell area = 8.95 µm²
comb area leader = buffers and inverters
DP Worst Slack = -0.181 ns
slowest CP cell = clkdlybuf4s50_1
Initial DRC Count = 4
CP cell instances = clkdlybuf4s50_1 -> mux2_2
Unique masters post-synth = 16
Core Util at FP = 0.156
# Cells Yosys = 162
WP buf/inv = 1
Crit. Startpoint = valid_in
hold crit path type = primary input to async pin
Slowest Stage Delay on Critical Path = 0.64 ns
Static Leak = 0.730 nW
vias in the first global route = 900
PD cells = 670 nW/µm²
CP Launch Type = primary input
GR Util All Layers = 0.0280
crit path DRT = 1.31 ns
outcome = finished, final reports clean
I/O Buffers = 3
Top Family by Delay on Critical Path = buffers and inverters
Post-route DRC = 0
grt total ovfl = 0
antenna violations before repair = 0
xor+xnor area frac = 0
global route hottest layer = met3
Final Critical Period = 1.15 ns
Yosys top cell by area = buf_4
Max-cap violations = 0
area of the mapped netlist = 1450 µm²
Ant. Diodes = 0
Simple Share, Synth = 0.0224
cts bufs inserted = 3
via count = 645
core box area = 9280 µm²
# H-tree levels = 1
R2R Path Start = state2[0]
Final period util = 0.957
number of unconstrained endpoints = 1
Placed Area = 1150 µm²
RSZ-0062 raised after global routing = false
Multiplexer share = 0.0621
worst-path fanout max = 8
worst skew pair latency = 0.23 ns
area grow syn2layout = -17.3%
die span in x = 118 µm
cells taking the most area after synthesis = buf_4 (66%), dfrtp_1 (17%), mux2_2 (6.2%)
Adder Share, Synth = 0
global-route wire length before repair = 3.48 mm
first-pass iteration count of the detailed router = 2
Area leader share = 0.663
root buffer cell = clkbuf_8
register pins left without a clock = 1
Final Max-Slew Violation Tally = 0
detailed-route wire length = 2.46 mm
Final ANT Viol Nets = 0
Arr. time, crit path = 1.26 ns
largest net degree at the start of global routing = 13
filler cell count in the final layout = 1059
share of layout cells above drive strength 1 = 0.0898
detailed-placement wirelength estimate = 2.18 mm
Site Rows = 35
fin area = 1200 µm²
final setup fails = 0
Post-CTS Hold Buffers = 0
Fin Clk Skew = 0.000615 ns
OpenROAD warning count = 153
Final Hold Fails = 0
Final Util = 0.129
die area = 13900 µm²
met1 GRT Util = 0.0311
Yosys Chip Area = 1450 µm²
Max Freq = 870 MHz
final setup margin = 0.0511 ns
CTS max path bufs = 2
post-synthesis cell count = 162
Peak VDD IR = 0.483 mV
GR met2 Demand/Resource = 0.0280
GP Congestion = 0.677
number of synthesis warnings = 161
DIE HEIGHT = 118 µm
repair_timing:
item                                    in CTS  in global routing
endpoints found under the setup margin       1                  0
gates resized                                1                  0
buffers inserted                             1                  0
cell type report:
cell class | count | area, µm² | area share
Timing Repair Buffer | 4 | 36.3 | 0.0302
Clock buffer | 3 | 41.3 | 0.0344
Tap cell | 129 | 161 | 0.135
Inverter | 2 | 7.51 | 0.00626
Sequential cell | 13 | 318 | 0.265
Multi-Input combinational cell | 145 | 636 | 0.530
cells in the final DEF, fill, tap and decap left out:
| cell type | synthesis | routed |
|---|---|---|
| conb_1 | 1 | 128 |
| dfrtp_1 | 10 | 10 |
| mux2_2 | 8 | 8 |
| clkbuf_8 | 0 | 3 |
| inv_1 | 2 | 2 |
| a21o_1 | 2 | 2 |
| clkdlybuf4s50_1 | 0 | 2 |
| dfstp_2 | 2 | 2 |
| nand2b_1 | 1 | 1 |
| a22o_1 | 1 | 1 |
| and2_1 | 1 | 1 |
| nor2b_1 | 1 | 1 |
| a31o_2 | 1 | 1 |
| or3_1 | 1 | 1 |
| or4_1 | 1 | 1 |
| dlxtn_1 | 1 | 1 |
| dlygate4sd2_1 | 0 | 1 |
| buf_4 | 128 | 1 |
worst paths after layout:
kind                              to  slack [ns]  depth (start not counted)
max                        flip-flop        0.05                          2
min                        state2[1]        0.30                          2
max reg2reg                state2[0]        0.36                          2
min reg2reg                state1[0]        0.47                          1
max in group asynchronous  state1[0]        0.57                          2
min in group clk0          state1[0]        0.47                          1
kinds of logic (layout without fill, tap and decap cells):
family          Yosys count  in the layout
latches                   1              1
compound gates            4              4
mux                       8              8
buf+inv                 131              9
other cells               1            128
simple gates              5              5
flops                    12             12
metrics by stage:
step | TNS [ns] | power, W | hold WS [ns] | std cells
floorplan | 0 | 0.000723 | 0.103 | 289
global placement | -1.09 | 0.000481 | 0.431 | 292
detailed placement | -1.14 | 0.000474 | 0.446 | 292
CTS | 0 | 0.000820 | 0.319 | 296
global route | 0 | 0.000855 | 0.344 | 296
finish | 0 | 0.000804 | 0.302 | 296
synth_stat cells:
library cell and number:
a31o_2 1, a21o_1 2, buf_2 1, dfstp_2 2, or3_1 1, or4_1 1, conb_1 1, dfrtp_1 10
a22o_1 1, dlxtn_1 1, and2_1 1, nor2b_1 1, mux2_2 8, inv_1 2, buf_4 128, nand2b_1 1
worst register-to-register path: stages (launching register included):
cell and delay, ns:
dfstp_2 0.52, nor2b_1 0.15, a31o_2 0.12
metal layers:
layer	vias up	wire, µm
met5	-	0
met4	0	0
met3	0	828
met2	132	537
met1	259	1090
li1	254	-
power by group:
part | switching [W] | leakage, nW | total, W | internal, W
sequential | 0 | 0.168 | 0.000406 | 0.000406
clock | 0.000127 | 0.0216 | 0.000346 | 0.000219
combinational | 0.0000432 | 0.541 | 0.0000522 | 0.00000906
total | 0.000170 | 0.730 | 0.000804 | 0.000634
Power figures rest on the tool's default switching activity, not on a simulated workload.
